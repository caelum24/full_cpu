### flow/run.sh
#!/bin/bash
# OpenROAD 26Q1-2900-gdf79404cd8, Yosys 0.63+post, stock flow scripts
make -C /OpenROAD-flow-scripts/flow DESIGN_CONFIG=/design/flow/config.mk WORK_HOME=/design/flow/orfs finish
### flow/constraint.sdc
current_design register_32b

set clk_period 1.1
set clk_io_pct 0.2

create_clock -name clk0 -period $clk_period [get_ports {clk}]

set non_clock_inputs [all_inputs -no_clocks]
set_input_delay [expr $clk_period * $clk_io_pct] -clock clk0 $non_clock_inputs
set_output_delay [expr $clk_period * $clk_io_pct] -clock clk0 [all_outputs]
### flow/design.v
module dffe_ref (q, d, clk, en, clr);
   input d, clk, en, clr;
   wire clr;
   output q;
   reg q;
   initial
   begin
       q = 1'b0;
   end
   always @(posedge clk or posedge clr) begin
       if (clr) begin
           q <= 1'b0;
       end else if (en) begin
           q <= d;
       end
   end
endmodule
module register_32b(q, d, clk, input_en, clr);
    input [31:0] d;
    input clk, input_en, clr;
    output [31:0] q;
    genvar c;
    generate
        for (c=0; c<=31; c=c+1) begin: loop1
            dffe_ref dff1(q[c], d[c], clk, input_en, clr);
        end
    endgenerate
endmodule
### flow/config.mk
export PLATFORM = sky130hd
export DESIGN_NAME = register_32b
export DESIGN_NICKNAME = register_32b
export VERILOG_FILES = /design/flow/design.v
export SDC_FILE = /design/flow/constraint.sdc
export NUM_CORES = 4
export LEC_CHECK = 1
export CORE_AREA = 10 10 109 109
export DIE_AREA = 0 0 119 119
==> impl_metrics.py <==
# Flow results
metrics = {
    "synthesis": {
        "netlist_area_um2": 1590,
        "ys_cells": 101,
        "synth.distinct_cells": 7,
        "yosys_warnings": 1,
        "numSynthFlops": 32,
        "ys_seq_share_pct": 50.4,
        "postSynthCellCount": 101,
        "ys_area_um2": 1590,
        "syn-mean-instance-area_um2": 15.7,
    },
    "global_routing": {
        "grt_pass1_vias": 981,
        "gr-total-overflow": 0,
        "antenna_found_initial": 0,
        "grt_max_degree": 19,
        "grt_use_total_pct": 4.78,
        "grt_pass1_wl_um": 5530,
    },
    "run": {
        "maxCapViolCount": 0,
        "log.warning_count": 26,
    },
    "timing": {
        "timing.slew.headroom_pct": 86.2,
        "hold_violations": 0,
        "tightest_slew_ns": 0.207,
        "fmax_mhz": 942,
        "setup_ws_ns": 0.0387,
        "fin_tns_setup_ns": 0,
        "finalClockSkew_ns": 0,
        "drv_slew": 0,
        "setup_viol": 0,
        "min_period_over_period_pct": 96.5,
        "fin_crit_ns": 1.06,
    },
    "setup_path": {
        "cp_num_buf_inv": 1,
        "reg2reg_setup_slack_ns": 0.12,
        "cp.required_ns": 0.88,
        "critPathLaunchType": "register",
        "rr_worst_depth": 3,
        "cpPeakStageDelay_ns": 0.39,
        "cp_top_family": "flip-flops",
        "slowest_stage": "dfrtp_1",
        "critPathArrivalTime_ns": 0.84,
        "critPathKind": "reg2out",
        "worst-path-max-fanout": 2,
        "reg2reg_to": "loop1[4].dff1.q$_DFFE_PP0P_",
        "r2r-start": "loop1[4].dff1.q$_DFFE_PP0P_",
        "endpoint_kind": "output port",
        "cp_cell_sequence": "clkdlybuf4s15_1",
    },
    "cts": {
        "cts_max_path_buffers": 2,
        "clk_latency_ns": 0.28,
        "cts-root-buf": "clkbuf_8",
        "cts_tree": "yes",
        "clk_pin_slew_worst_paths_ns": 0.07,
        "cts.sinks": 32,
        "htreeDepth": 2,
        "numCtsBuffers": 5,
    },
    "floorplanning": {
        "die_w_um": 119,
        "fp_util_pct": 16.5,
        "ios": 67,
        "dieArea_um2": 14200,
        "rows": 36,
        "core_area_um2": 9640,
        "fp.dieH_um": 119,
    },
    "layout": {
        "max_flop_register": "loop1.dff1.q",
        "seq_area_um2": 801,
        "comb_area_um2": 473,
        "final_cell_mix": "clkdlybuf4s50_1, dfrtp_1, mux2_4",
        "fill_cells": 1034,
        "reg.largest.list": "loop1.dff1.q x32",
        "largest_reg_flops": 32,
        "lay_top_count": "clkdlybuf4s50_1",
        "drive_gt1_share_pct": 53.8,
        "syn2layout_area_growth_pct": 42.7,
        "layout.cells.non_filler": 293,
        "final_util_pct": 23.5,
    },
    "power": {
        "power_leakage_nw": 1.07,
        "p_per_area_nw_per_um2": 1280,
        "ir_drop_v": 0.000417,
    },
    "placed_design": {
        "dp.final_hpwl_um": 2630,
        "port_buffers": 66,
        "globalplace.congestion": 0.697,
        "dp.cells": 268,
        "pre_cts_ws_ns": 0.0341,
    },
    "detailed_routing": {
        "drc": 0,
        "wl_per_cell_um": 11.9,
        "routed_wl_um": 3480,
        "drt_first_pass_iters": 2,
        "vias_per_cell": 3.00,
        "dr_total_vias": 879,
        "drt_iter0_markers": 11,
        "antenna_cells_inserted": 0,
        "ant_nets": 0,
    },
    "outcome": {
        "status": "finished, final reports clean",
    },
    "min_path": {
        "worstHoldPathType": "in2async",
    },
}
-- how the worst max path moves through the flow --
stage / from / end / slack [ns] / depth (start not counted)
final: loop1[30].dff1.q$_DFFE_PP0P_ / q[30] / 0.04 / 1
after global routing: loop1[4].dff1.q$_DFFE_PP0P_ / q[4] / -0.006 / 1
after CTS: loop1[6].dff1.q$_DFFE_PP0P_ / q[6] / -0.009 / 1
-- metal layers --
layer	track usage (%)	up-vias	wire, µm
li1	-	416	-
met1	6.09	421	1540
met2	7.71	37	1640
met3	1.68	5	209
met4	0.992	0	93
met5	0	-	0
-- cell families after synthesis --
family | count (synthesis) | share of synthesized area (%)
multiplexers | 32 | 29.8
flip-flops | 32 | 50.4
buffers and inverters | 37 | 19.8
-- area by class of cell --
cell class                      instances  area share [%]
Clock inverter                          2           0.442
Inverter                                1           0.166
Timing Repair Buffer                   87            32.2
Multi-Input combinational cell         32            20.9
Tap cell                              133            7.34
Clock buffer                            6            3.64
Sequential cell                        32            35.3
-- synthesized netlist by cell type --
cell	instances	share of area (%)
buf_4	32	15
inv_1	1	0.24
mux2_2	2	1.4
mux2_4	30	28
buf_12	3	3.8
buf_6	1	0.71
dfrtp_1	32	50
-- power by group --
group	internal [W]	leakage, nW	total (W)	switching, W
clock network	0.000499	0.0510	0.000950	0.000450
logic	0.000455	0.643	0.000600	0.000145
registers	0.00129	0.374	0.00135	0.0000598
-- timing repair --
action                                 4_1_cts  5_1_grt
resized                                     66       22
setup buffers                               11        6
hold buffers                                 0        0
endpoints found under the hold margin        0        0
setup endpoints to repair                   32       26
gates cloned                                 0        0
-- stage by stage --
stage | hold WS, ns | power [W] | cell area (µm²)
after floorplan | 0.336 | 0.00175 | 1590
after detailed placement | 0.491 | 0.00200 | 2170
after global placement | 0.490 | 0.00200 | 2170
final | 0.265 | 0.00290 | 2270
after global routing | 0.273 | 0.00311 | 2270
after CTS | 0.259 | 0.00302 | 2330
Power figures rest on the tool's default switching activity, not on a simulated workload.
