===== run.sh =====
#!/bin/bash
# OpenROAD 26Q1-2900-gdf79404cd8, Yosys 0.63+post, stock flow scripts
make -C /OpenROAD-flow-scripts/flow DESIGN_CONFIG=/design/flow/config.mk WORK_HOME=/design/flow/orfs finish

===== config.mk =====
export PLATFORM = sky130hd
export DESIGN_NAME = seg7_handle
export DESIGN_NICKNAME = seg7_handle
export VERILOG_FILES = /design/flow/design.v
export SDC_FILE = /design/flow/constraint.sdc
export NUM_CORES = 4
export LEC_CHECK = 1
export CORE_UTILIZATION = 50

===== design.v =====
module seg7_handle(clock_100, reset, num, controls, seg_ctrl);
    input clock_100, reset;
    input [13:0] num;
    output [6:0] controls;  
    output [7:0] seg_ctrl;  
    reg [32:0] count_250Hz;
    reg clock_250Hz;
    initial
    begin
    clock_250Hz <= 0;
    count_250Hz <= 0;
    end
    always @(posedge clock_100) begin
        if (count_250Hz == 100000) begin
            count_250Hz = 0;
            clock_250Hz = ~clock_250Hz;
        end
        else begin
            count_250Hz <= count_250Hz+1;
        end
    end
    wire [3:0] w_1, w_10, w_100, w_1000;
    bin2bcd bin_conv(.bin(num), .bcd({w_1000, w_100, w_10, w_1}));
    reg [3:0] thousands, hundreds, tens, ones;
    always @(posedge clock_250Hz) begin
        ones = w_1;
        tens = w_10;
        hundreds = w_100;
        thousands = w_1000;
    end
    reg [1:0] digishow;
    initial
    begin
    digishow = 2;
    end
    always @(posedge clock_250Hz) begin
        digishow <= digishow + 1;
    end
    assign seg_ctrl[0] = ~(digishow == 0);
    assign seg_ctrl[1]= ~(digishow == 1);
    assign seg_ctrl[2] = ~(digishow == 2);
    assign seg_ctrl[3] = ~(digishow == 3);
    assign seg_ctrl[7:4] = 4'b1111;
    wire [3:0] wire1, wire2, out_seg;
    assign wire1 = digishow[0] ? tens : ones;
    assign wire2 = digishow[0] ? thousands : hundreds;
    assign out_seg = digishow[1] ? wire2 : wire1;
    wire is_0, is_1, is_2, is_3, is_4, is_5, is_6, is_7, is_8, is_9;
    assign is_0 = out_seg == 0;
    assign is_1 = out_seg == 1;
    assign is_2 = out_seg == 2;
    assign is_3 = out_seg == 3;
    assign is_4 = out_seg == 4;
    assign is_5 = out_seg == 5;
    assign is_6 = out_seg == 6;
    assign is_7 = out_seg == 7;
    assign is_8 = out_seg == 8;
    assign is_9 = out_seg == 9;
    assign controls[0] = ~(~is_1 & ~is_4);
    assign controls[1] = ~(~is_5 & ~is_6);
    assign controls[2] = ~(~is_2);
    assign controls[3] = ~(~is_1 & ~is_4 & ~is_7);
    assign controls[4] = ~(is_0 | is_2 | is_6 | is_8);
    assign controls[5] = ~(~is_1 & ~is_2 & ~is_3 & ~is_7);
    assign controls[6] = ~(~is_0 & ~is_1 & ~is_7);
endmodule
module bin2bcd
 #( parameter                W = 14)   
  ( input      [W-1      :0] bin   ,   
    output reg [W+(W-4)/3:0] bcd   );  
  integer i,j;
  always @(bin) begin
    for(i = 0; i <= W+(W-4)/3; i = i+1) bcd[i] = 0;      
    bcd[W-1:0] = bin;                                    
    for(i = 0; i <= W-4; i = i+1)                        
      for(j = 0; j <= i/3; j = j+1)                      
        if (bcd[W-i+4*j -: 4] > 4)                       
          bcd[W-i+4*j -: 4] = bcd[W-i+4*j -: 4] + 4'd3;  
  end
endmodule

===== constraint.sdc =====
current_design seg7_handle

set clk_period 6.2
set clk_io_pct 0.2

create_clock -name clk0 -period $clk_period [get_ports {clock_100}]

set non_clock_inputs [all_inputs -no_clocks]
set_input_delay [expr $clk_period * $clk_io_pct] -clock clk0 $non_clock_inputs
set_output_delay [expr $clk_period * $clk_io_pct] -clock clk0 [all_outputs]

==> results.yml <==
# yosys + openroad results
outcome:
  status: "completed"
die:
  row_count: 39
  die_h_um: 110.2
  core-area_mm2: 0.01142
  fp_util: 0.5128
  io_pins: 31
  die_x_um: 110.2
  chipArea_mm2: 0.01215
clock_tree:
  cts_buffer_depth: 2
  post_cts_resized: 0
  cts_buffers: 5
  cts_tree: "yes"
  hold_buffers: 0
  cts_root_buf: "clkbuf_16"
  clk_latency_ns: 0.27
  clk_pin_slew_ns: 0.05
  htree_levels: 2
  postCtsSetupBuffers: 0
power:
  p_per_area_mw_per_mm2: 334.4
  power_leakage_nw: 2.289
  seqPwrFrac: 0.117
  p_clk_frac: 0.118
  switchingPower_uw: 995.9
  swShare: 0.4800
  combinationalPowerShare: 0.764
  p_int_mw: 1.079
  peakVddDrop_v: 0.0003379
yosys:
  async_reset_ff_frac: 0
  ys_sh_mux: 0.06346
  synth-adder-area-share: 0.05983
  syn_inst: 753
  syn_area_mm2: 0.005856
  yosys.area_share.simple: 0.2660
  syn_area_per_cell_um2: 7.776
  yosysCellCount: 753
  ys_warn_count: 3
  yosysChipArea_mm2: 0.005856
  synth_flops: 52
  yosysUniqueCellTypes: 101
  seq_area_frac_synth: 0.1795
  synthFlopType: "dfxtp_1"
  synthTopLogicFamily: "AND-OR/OR-AND gates"
  edf_count: 1
  ys_sh_xor: 0.08547
  synthAoiAreaFrac: 0.2684
placed_design:
  portBuffers: 25
  dp_hpwl_um: 9290
  placed_area_mm2: 0.006053
  gp_congestion: 0.8428
timing:
  untimed_endpoints: 29
  hold_violations: 0
  worst_slew_pin_slew_ns: 0.9580
  rsz0062_at_grt: "no"
  slew_headroom: 0.3448
  clock_skew_ns: 0.004289
  min_period_ns: 2.384
  unclocked_pins: 18
  maxSlewViolCount: 0
  setup_viol: 0
  fmax_mhz: 419.4
  period_used_share: 0.3845
  whs_ns: 0.4562
  setup_tns_ns: 0
global_routing:
  antenna_found_initial: 0
  grtUsageTotal: 0.2083
  grt_max_degree: 21
  grt_pass1_vias: 4406
  grt_pass1_wl_um: 20490
  gr-total-overflow: 0
flow_run:
  warnings: 42
  cap_violations: 0
routing:
  drt-initial-drc-count: 344
  post_drt_via_cell_ratio: 6.070
  wirelength_um: 12500
  wl_per_cell_um: 14.03
  antenna_cells: 0
  first_pass_iters: 4
  drc: 0
  topRoutingLayerUsed: "met4"
  wl_met1_um: 6431
  vias: 5408
  routed-wl-met2_um: 5582
  wl_met3_um: 432
  ant_nets: 0
critical_path:
  critPathArrivalTime_ns: 2.59
  rrSetupSlack_ns: 3.82
  critPathCaptureType: "flip-flop"
  crit_type: "reg -> reg"
  rr_worst_depth: 7
  rr_endpoint: "count_250Hz[32]"
  start_kind: "flip-flop"
  worst-path-max-fanout: 8
  crit_required_ns: 6.40
  reg2reg_from: "count_250Hz[0]"
worst_hold_path:
  hp-class: "reg -> reg"
  min-delay-start: "count_250Hz[32]"
  whs_endpoint: "count_250Hz[32]"
  whs_path_depth: 1
cells_and_area:
  final_area_mm2: 0.006205
  drive_gt1_frac: 0.08957
  lay_top_count: "nand2_1"
  nFillCells: 1050
  area_growth_pct: 5.962
  lay_top_cells: "nand2_1 (63), nor2_1 (60), dfxtp_1 (51)"
## cell type report
class	instances	area [µm²]	share of cell area
multi-input cells	614	4367	0.7038
flip-flops and latches	52	1051	0.1694
repair buffers	31	295.3	0.04759
well taps	143	178.9	0.02884
inverters	43	161.4	0.02601
clock buffers	6	138.9	0.02238
clock inverters	2	12.51	0.002017
## per-stage QoR
stage	worst slack, ns	instances	util	power [mW]
after floorplan	4.254	756	-	1.627
after global placement	3.875	883	0.5301	1.801
after detailed placement	3.854	883	0.5301	1.836
after CTS	3.811	891	0.5434	2.091
after global routing	3.543	891	0.5434	2.294
final	3.816	891	0.5434	2.075
## routing by layer
metal	track usage	up-vias
li1	-	2771
met2	0.3304	104
met4	0.01222	0
met3	0.01438	7
met5	0	-
met1	0.3287	2526
## kinds of logic after synthesis
family / after synthesis
DFF: 52
other: 1
xor gates and xnor gates: 55
muxes: 31
buffers and inverters: 90
adders and majority gates: 28
and+or+nand+nor: 292
AOI/OAI and AO/OA: 204
## Yosys cell counts, types with 8 or more instances
cell      number  area share
buf_4         11       0.014
dfxtp_1       51        0.17
mux2i_1       21       0.036
xnor2_1       42       0.063
inv_1         41       0.026
o21ai_1        8      0.0068
clkbuf_1      13      0.0083
o31ai_1        8       0.010
nand3_1       41       0.035
o21ai_0       26       0.022
and3_1        17       0.018
nand2_1       63       0.040
xor2_1        12       0.018
a21oi_1       36       0.031
nor4_1        11       0.012
ha_1          28       0.060
or3_1          8      0.0085
nor2_1        60       0.038
nor3_1        23       0.020
buf_2         14       0.012
nand2b_1       9      0.0096
nand4_1       11       0.012
o211ai_1      10       0.013
## critical path, stage by stage (launching register included)
cell	delay, ns
dfxtp_1	0.38
ha_1	0.20
and3_1	0.20
and3_1	0.21
nor2b_1	0.55
nand3_1	0.34
nor3_1	0.27
xor2_1	0.16
## worst max-delay path by stage
| stage | startpoint | end | slack [ns] | depth (start not counted) |
|---|---|---|---|---|
| finish | count_250Hz[0] | count_250Hz[32] | 3.82 | 7 |
| global route | count_250Hz[11] | count_250Hz[32] | 3.54 | 9 |
| CTS | count_250Hz[0] | count_250Hz[32] | 3.81 | 7 |
## power groups by stage
stage / clock network [mW] / logic (mW) / registers [mW]
6_report: 0.246 / 1.59 / 0.243
5_1_grt: 0.261 / 1.79 / 0.243
4_1_cts: 0.250 / 1.60 / 0.243
## state kept, by name, indices dropped and copies added (netlist names)
register,count
hundreds,4
ones,4
thousands,4
count_250Hz,33
tens,4
digishow,2
clock_250Hz,1
Power and IR drop assume default switching activity.
