--- flow/run.sh ---
#!/bin/bash
# OpenROAD 26Q1-2900-gdf79404cd8, Yosys 0.63+post, stock flow scripts
make -C /OpenROAD-flow-scripts/flow DESIGN_CONFIG=/design/flow/config.mk WORK_HOME=/design/flow/orfs finish
--- flow/config.mk ---
export PLATFORM = sky130hd
export DESIGN_NAME = hazards
export DESIGN_NICKNAME = hazards
export VERILOG_FILES = /design/flow/design.v
export SDC_FILE = /design/flow/constraint.sdc
export NUM_CORES = 4
export LEC_CHECK = 1
export CORE_AREA = 10 10 109 109
export DIE_AREA = 0 0 119 119
--- flow/constraint.sdc ---
current_design hazards

set clk_period 4.7
set clk_io_pct 0.2

create_clock -name clk0 -period $clk_period

set non_clock_inputs [all_inputs -no_clocks]
set_input_delay [expr $clk_period * $clk_io_pct] -clock clk0 $non_clock_inputs
set_output_delay [expr $clk_period * $clk_io_pct] -clock clk0 [all_outputs]
--- flow/design.v ---
module hazards(is_MX_A, is_MX_B, is_WX_A, is_WX_B, is_WM_B, hazard_stall, oh_dx_instructions, oh_xm_instructions, oh_mw_instructions, oh_wb_instructions, dx_opcode, xm_opcode, mw_opcode, wb_opcode, xm_error_out, wb_error_out);
    input [31:0] dx_opcode, xm_opcode, mw_opcode, wb_opcode;  
    input [31:0] oh_dx_instructions, oh_xm_instructions, oh_mw_instructions, oh_wb_instructions;   
    input xm_error_out, wb_error_out;
    output is_MX_A, is_MX_B, is_WX_A, is_WX_B, is_WM_B, hazard_stall;
    wire dx_is_R, dx_is_I, dx_is_Ji, dx_is_Jii;  
    assign dx_is_R = ~|dx_opcode[31:27];
    assign dx_is_I = oh_dx_instructions[5] ||  oh_dx_instructions[7] || oh_dx_instructions[8] || oh_dx_instructions[2] || oh_dx_instructions[6];
    assign dx_is_Ji = oh_dx_instructions[1] || oh_dx_instructions[3] || oh_dx_instructions[22] || oh_dx_instructions[21];
    assign dx_is_Jii = oh_dx_instructions[4];
    wire [4:0] dx_in_A, dx_in_B, dx_out, dx_a_bridge, dx_b_bridge;
    wire hazard_stall;
    assign dx_a_bridge = (dx_is_R || dx_is_I) ? dx_opcode[21:17] : 5'b0;  
    assign dx_in_A = oh_dx_instructions[22] ? 5'd30 : dx_a_bridge;  
    assign dx_b_bridge = dx_is_R ? dx_opcode[16:12] : 5'b0;  
    assign dx_in_B = (dx_is_Jii || oh_dx_instructions[7] || oh_dx_instructions[2] || oh_dx_instructions[6]) ? dx_opcode[26:22] : dx_b_bridge;  
    assign hazard_stall = oh_xm_instructions[8] && ((dx_in_A == xm_out) || (dx_in_B == xm_out)) && (xm_out != 5'b0);  
    wire xm_is_R, xm_is_I, xm_is_Ji, xm_is_Jii;  
    assign xm_is_R = ~|xm_opcode[31:27];
    assign xm_is_I = oh_xm_instructions[5] ||  oh_xm_instructions[7] || oh_xm_instructions[8] || oh_xm_instructions[2] || oh_xm_instructions[6];
    assign xm_is_Ji = oh_xm_instructions[1] || oh_xm_instructions[3] || oh_xm_instructions[22] || oh_xm_instructions[21];
    assign xm_is_Jii = oh_xm_instructions[4];
    wire [4:0] xm_in_A, xm_in_B, xm_out, xm_a_bridge, xm_b_bridge;
    assign xm_out = (xm_is_R || oh_xm_instructions[8] || oh_xm_instructions[5]) ? xm_opcode[26:22] : 5'b0;  
    assign xm_a_bridge = (xm_is_R || xm_is_I) ? xm_opcode[21:17] : 5'b0;
    assign xm_in_A = oh_xm_instructions[22] ? 5'd30 : xm_a_bridge;  
    assign xm_b_bridge = xm_is_R ? xm_opcode[16:12] : 5'b0;  
    assign xm_in_B = (xm_is_Jii || oh_xm_instructions[7] || oh_xm_instructions[2] || oh_xm_instructions[6]) ? xm_opcode[26:22] : xm_b_bridge;  
    wire is_MX_A, is_MX_B;
    assign is_MX_A = (xm_in_A == mw_out) && (xm_in_A != 5'b0);
    assign is_MX_B = (xm_in_B == mw_out) && (xm_in_B != 5'b0); 
    wire is_WX_A, is_WX_B;
    assign is_WX_A = (xm_in_A == wb_out) && (xm_in_A != 5'b0);
    assign is_WX_B = (xm_in_B == wb_out) && (xm_in_B != 5'b0); 
    wire mw_is_R, mw_is_I, mw_is_Ji, mw_is_Jii;  
    assign mw_is_R = ~|mw_opcode[31:27];
    assign mw_is_I = oh_mw_instructions[5] ||  oh_mw_instructions[7] || oh_mw_instructions[8] || oh_mw_instructions[2] || oh_mw_instructions[6];
    assign mw_is_Ji = oh_mw_instructions[1] || oh_mw_instructions[3] || oh_mw_instructions[22] || oh_mw_instructions[21];
    assign mw_is_Jii = oh_mw_instructions[4];
    wire [4:0] mw_in_B, mw_out, mw_out_bridge;  
    assign mw_out_bridge = (mw_is_R || oh_mw_instructions[8] || oh_mw_instructions[5]) ? mw_opcode[26:22] : 5'b0;  
    assign mw_out = (oh_xm_instructions[21] || xm_error_out) ? 5'd30 : mw_out_bridge;  
    wire is_WM_B;
    assign mw_in_B = oh_mw_instructions[7] ? mw_opcode[26:22] : 5'b0;  
    assign is_WM_B = (mw_in_B == wb_out) && (mw_in_B != 5'b0);
    wire wb_is_R, wb_is_I, wb_is_Ji, wb_is_Jii;  
    assign wb_is_R = ~|wb_opcode[31:27];
    assign wb_is_I = oh_wb_instructions[5] ||  oh_wb_instructions[7] || oh_wb_instructions[8] || oh_wb_instructions[2] || oh_wb_instructions[6];
    assign wb_is_Ji = oh_wb_instructions[1] || oh_wb_instructions[3] || oh_wb_instructions[22] || oh_wb_instructions[21];
    assign wb_is_Jii = oh_wb_instructions[4];
    wire [4:0] wb_out, wb_out_bridge;   
    assign wb_out_bridge = (wb_is_R || oh_wb_instructions[8] || oh_wb_instructions[5]) ? wb_opcode[26:22] : 5'b0;  
    assign wb_out = (oh_wb_instructions[21] || wb_error_out) ? 5'd30 : wb_out_bridge;  
endmodule
==> out/qor.yml <==
floorplan:
  pin_count: 264
  core_um2: 9640
  rows: 36
  die_y_um: 119
  fp_util_pct: 15.6
  dieArea_um2: 14200
  die_x_um: 119
sta:
  holdWs_ps: 2800
  fin_crit_sh_pct: 95.3
  maxSlewViolCount: 0
  rsz0062_at_grt: "no"
  hold_viol: 0
  tightest_slew_ps: 538
  slew_headroom_pct: 63.7
  setup_violations: 0
  fin_tns_setup_ps: 0
  period_needed_ps: 4480
  max_freq_mhz: 223
synth:
  fa_ha_area_share_pct: 0
  simple_gate_area_share_pct: 36.9
  ys_cells: 231
  ys_sh_mux_pct: 4.07
  syn_inst: 231
  ys_seq_share_pct: 0
  yosysChipArea_um2: 1510
  top_cells_by_area: "o21ai_0, nor2_1, nor3_1"
  ys_sh_xor_pct: 5.23
  top_cell_area_share_pct: 6.64
  top_logic_kind: "AND-OR/OR-AND gates"
  synth.largest_area_cell: "o21ai_0"
  synth.distinct_cells: 62
  syn_area_um2: 1510
  synth-warning-count: 0
  compound_area_share_pct: 48.5
  syn_avg_cell_area_um2: 6.53
detailed_routing:
  routed_via_density: 5.02
  vias: 2262
  ant_nets: 0
  remaining_drc_errors: 0
  diodes: 0
  routed_wl_mm: 6.79
  firstDrtPassIters: 4
  drt-initial-drc-count: 129
  wl_per_cell_um: 15.1
power:
  power_frac_seq_pct: 0
  p_switching_w: 0.0000890
  power_frac_comb_pct: 100.0
  pwr-share-clk_pct: 0
  powerDensity_nw_per_um2: 77.3
  p_sw_share_pct: 44.0
  power_w: 0.000202
  p_int_w: 0.000113
  cellLeakagePower_nw: 0.865
  peakVddDrop_mv: 0.0360
layout:
  drive_gt1_share_pct: 8.49
  comb_area_um2: 1440
  ff_latch_area_um2: 0
  final_cells: 451
  syn_to_final_growth_pct: 73.3
  final.fill_count: 1065
  final.clkbuf_count: 0
  seq_cell_count: 0
hold_path:
  hold_path_class: "primary input to output port"
  hold_depth: 4
place:
  place.port_buffers: 89
  dp.cells: 450
  place_congestion: 0.916
  dp_hpwl_mm: 5.76
critical_path:
  critPathMaxStageDelay_ps: 590
  critical_path_class: "primary input to output port"
  crit_slowest_cell: "or4_1"
  crit_required_ps: 3760
  worst_ep_arrival_time_ps: 3540
  end_kind: "output port"
  cpMostUsedCell: "clkdlybuf4s50_1"
  path_max_fanout: 5
  start_kind: "primary input"
  worstPathCellList: "clkdlybuf4s50_1 -> or4_1 -> buf_4 -> o41ai_2 -> xnor2_1 -> nand3_1 -> o21ai_0 -> a41o_1 -> clkdlybuf4s50_1"
status:
  status: "complete, no violations"
grt:
  grt_pass1_wl_mm: 10.8
  gr-usage-all-layers_pct: 9.02
  grt_pass1_vias: 2126
  grt_remaining_overflow: 0
  antenna_found_initial: 0
  grt_start_max_net_pins: 13
flow_run:
  drv_cap: 0
  warnings: 207
==> layout make-up <==
type	count	share of cell area [%]
Multi-Input combinational cell	211	55.1
Timing Repair Buffer	101	37.6
Tap cell	133	6.37
Inverter	6	0.862
==> per-stage QoR <==
| step | setup slack [ps] | utilization (%) | area [um2] |
|---|---|---|---|
| after floorplan | 1180 | - | 1510 |
| after global placement | 40.6 | 26.9 | 2590 |
| after detailed placement | 102 | 26.9 | 2590 |
| after CTS | 74.3 | 26.9 | 2590 |
| after global routing | 46.3 | 27.1 | 2610 |
| final | 219 | 27.1 | 2610 |
==> Yosys cell counts (3+ instances only) <==
library cell and count:
a21boi_0 3, a21oi_1 10, a311oi_1 3, a31oi_1 8, a41oi_1 3, buf_2 3, clkbuf_1 11, inv_1 6
mux2i_1 5, nand2_1 11, nand3_1 8, nand3b_1 3, nand4_1 3, nor2_1 25, nor3_1 17, nor4bb_1 3
o211ai_1 4, o21ai_0 20, o21ai_1 5, o41a_1 6, o41ai_1 4, or2_2 5, or3_1 5, or4_1 4
xnor2_1 6, xor2_1 3
==> cells by family after synthesis <==
family                 after synthesis
AND/OR/NAND/NOR                     99
AND-OR/OR-AND                       97
buffers and inverters               20
XOR/XNOR                             9
multiplexers                         6
==> worst max-delay path: cells and delay by family <==
kind                      cells  cell delay [ps]
buffers and inverters         3             1150
AOI/OAI and AO/OA             3              620
and+or+nand+nor               2              670
xor gates and xnor gates      1              160
==> path summary, 6_finish.rpt <==
path / from / endpoint / slack [ps]
hold / removal: xm_opcode[21] / is_WX_A / 2800
setup / recovery: oh_dx_instructions[2] / hazard_stall / 220
==> power by group through the flow <==
stage / sequential (W) / combinational (W) / clock [W]
global route: 0 / 0.000222 / 0
finish: 0 / 0.000202 / 0
CTS: 0 / 0.000200 / 0
==> cells in the final DEF, fill, tap and decap left out, types with 3 or more instances in the layout <==
cell	instances
clkdlybuf4s50_1	88
nor2_1	25
o21ai_0	20
nor3_1	17
buf_4	12
nand2_1	11
a21oi_1	10
nand3_1	8
a31oi_1	8
xnor2_1	6
inv_1	6
o41a_1	6
or3_1	5
or2_2	5
o21ai_1	5
mux2i_1	5
o41ai_1	4
o211ai_1	4
xor2_1	3
or4_1	3
a21boi_0	3
nand4_1	3
nand3b_1	3
nor4bb_1	3
a41oi_1	3
a311oi_1	3
==> layer usage <==
metal  global-route usage, %  wire, um  vias up  share of wire [%]
li1                        -         -     1125                  -
met2                    12.6      2640      112                 39
met3                    2.88       634        4                9.3
met1                    13.7      3480     1021                 51
met5                       0         0        -                  0
met4                   0.305        31        0               0.46
==> timing repair <==
action	4_1_cts	5_1_grt
buffers inserted	0	1
hold buffers	0	0
gates resized	0	4
setup endpoints to repair	0	2
Power is estimated from default activity; no workload was simulated.
