===== flow/config.mk =====
export PLATFORM = sky130hd
export DESIGN_NAME = control
export DESIGN_NICKNAME = control
export VERILOG_FILES = /design/flow/design.v
export SDC_FILE = /design/flow/constraint.sdc
export NUM_CORES = 4
export LEC_CHECK = 1
export CORE_AREA = 10 10 100 100
export DIE_AREA = 0 0 110 110

===== flow/constraint.sdc =====
current_design control

set clk_period 1.6
set clk_io_pct 0.2

create_clock -name clk0 -period $clk_period

set non_clock_inputs [all_inputs -no_clocks]
set_input_delay [expr $clk_period * $clk_io_pct] -clock clk0 $non_clock_inputs
set_output_delay [expr $clk_period * $clk_io_pct] -clock clk0 [all_outputs]

===== flow/design.v =====
module control(choose_alu_B, alu_addi, alu_sub, wren_dmem, wren_reg_d, choose_reg_din, reg_b_choose, is_jump, is_bne, is_blt, xm_is_jal, wb_is_jal, is_jr, xm_is_setxT, wb_is_setxT, dx_is_bex, xm_is_bex, mw_wren_reg_d, dx_instructions, xm_instructions, mw_instructions, wb_instructions, dx_opcode, xm_opcode, mw_opcode, wb_opcode);
    input [4:0] dx_opcode, xm_opcode, mw_opcode, wb_opcode;  
    output choose_alu_B, alu_addi, alu_sub, wren_dmem, wren_reg_d, choose_reg_din, reg_b_choose, is_jump, is_bne, is_blt, xm_is_jal, wb_is_jal, is_jr, xm_is_setxT, wb_is_setxT, dx_is_bex, xm_is_bex, mw_wren_reg_d;
    output [31:0] dx_instructions, xm_instructions, mw_instructions, wb_instructions;
    wire [31:0] dx_instructions, xm_instructions, mw_instructions, wb_instructions;
    decoder_5 dx_op_decoder(dx_instructions, dx_opcode);
    wire dx_alu, dx_addi, dx_sw, dx_lw, dx_jT, dx_bne, dx_jalT, dx_jr, dx_blt, dx_bex, dx_setx;
    assign dx_alu = dx_instructions[0];
    assign dx_addi = dx_instructions[5];
    assign dx_sw = dx_instructions[7];
    assign dx_lw = dx_instructions[8];
    assign dx_jT = dx_instructions[1];
    assign dx_bne = dx_instructions[2];
    assign dx_jalT = dx_instructions[3];
    assign dx_jr = dx_instructions[4];
    assign dx_blt = dx_instructions[6];
    assign dx_bex = dx_instructions[22];
    assign dx_setx = dx_instructions[21];
    wire reg_b_choose, dx_is_bex; 
    assign reg_b_choose = dx_sw || dx_bne || dx_blt || dx_jr;  
    assign dx_is_bex = dx_bex;
    decoder_5 xm_op_decoder(xm_instructions, xm_opcode);
    wire xm_alu, xm_addi, xm_sw, xm_lw, xm_jT, xm_bne, xm_jalT, xm_jr, xm_blt, xm_bex, xm_setx;
    assign xm_alu = xm_instructions[0];
    assign xm_addi = xm_instructions[5];
    assign xm_sw = xm_instructions[7];
    assign xm_lw = xm_instructions[8];
    assign xm_jT = xm_instructions[1];
    assign xm_bne = xm_instructions[2];
    assign xm_jalT = xm_instructions[3];
    assign xm_jr = xm_instructions[4];
    assign xm_blt = xm_instructions[6];
    assign xm_bex = xm_instructions[22];
    assign xm_setx = xm_instructions[21];
    wire choose_alu_B, alu_addi, alu_sub, is_jump, is_bne, is_blt, xm_is_jal, is_jr, xm_is_setxT, xm_is_bex;
    assign choose_alu_B = xm_addi || xm_lw || xm_sw;  
    assign alu_addi = xm_addi || xm_lw || xm_sw;  
    assign alu_sub = xm_blt || xm_bne || xm_bex;
    assign is_jump = xm_jT || xm_jalT || xm_jr;
    assign is_bne = xm_bne;
    assign is_blt = xm_blt;
    assign xm_is_jal = xm_jalT;
    assign is_jr = xm_jr;
    assign xm_is_setxT = xm_setx;
    assign xm_is_bex = xm_bex;
    decoder_5 mw_op_decoder(mw_instructions, mw_opcode);
    wire mw_alu, mw_addi, mw_sw, mw_lw, mw_jT, mw_bne, mw_jalT, mw_jr, mw_blt, mw_bex, mw_setx;
    assign mw_alu = mw_instructions[0];
    assign mw_addi = mw_instructions[5];
    assign mw_sw = mw_instructions[7];
    assign mw_lw = mw_instructions[8];
    assign mw_jT = mw_instructions[1];
    assign mw_bne = mw_instructions[2];
    assign mw_jalT = mw_instructions[3];
    assign mw_jr = mw_instructions[4];
    assign mw_blt = mw_instructions[6];
    assign mw_bex = mw_instructions[22];
    assign mw_setx = mw_instructions[21];
    wire wren_dmem, mw_wren_reg_d;
    assign wren_dmem = mw_sw;  
    assign mw_wren_reg_d = mw_alu || mw_addi || mw_lw || mw_jalT || mw_setx;  
    decoder_5 wb_op_decoder(wb_instructions, wb_opcode);
    wire wb_alu, wb_addi, wb_sw, wb_lw, wb_jT, wb_bne, wb_jalT, wb_jr, wb_blt, wb_bex, wb_setx;
    assign wb_alu = wb_instructions[0];
    assign wb_addi = wb_instructions[5];
    assign wb_sw = wb_instructions[7];
    assign wb_lw = wb_instructions[8];
    assign wb_jT = wb_instructions[1];
    assign wb_bne = wb_instructions[2];
    assign wb_jalT = wb_instructions[3];
    assign wb_jr = wb_instructions[4];
    assign wb_blt = wb_instructions[6];
    assign wb_bex = wb_instructions[22];
    assign wb_setx = wb_instructions[21];
    wire wren_reg_d, choose_reg_din, wb_is_jal;
    assign wren_reg_d = wb_alu || wb_addi || wb_lw || wb_jalT || wb_setx;  
    assign choose_reg_din = wb_lw; 
    assign wb_is_jal = wb_jalT;
    assign wb_is_setxT = wb_setx;
endmodule
module decoder_5(out, select);
    output [31:0] out;
    input [4:0] select;
    wire [31:0] enable;
    assign enable = 1;
    assign out = enable << select;
endmodule

===== flow/run.sh =====
#!/bin/bash
# OpenROAD 26Q1-2900-gdf79404cd8, Yosys 0.63+post, stock flow scripts
make -C /OpenROAD-flow-scripts/flow DESIGN_CONFIG=/design/flow/config.mk WORK_HOME=/design/flow/orfs finish

==> flow_summary.ini <==
; synthesis and place-and-route metrics
[pwr]
power_frac_clock_pct = 0
internal_power_uw = 338
pwr_density_cell_mw_per_mm2 = 169
p_seq_share_pct = 0
switching_share_pct = 44.7
leakage_uw = 0.00199
power_switching_uw = 274
p_comb_share_pct = 100.0
ir_worst_vdd_v = 0.000111

[placement]
dp.final_hpwl_um = 6620
gp_congestion = 0.937
placed_area_mm2 = 0.00295
io_buffers = 166

[synthesis]
syn_area_mm2 = 0.00109
area_leaders = nor2_1, buf_4, nand3b_1
ys_warn_count = 0
synth_area_leader_cell = nor2_1
synth.top_cell.area_share_pct = 46.0
avgSynthCellArea_um2 = 4.80
synthCells = 228
synth_seq_share_pct = 0
synthDistinctLibCells = 26
ys_cells = 228
ys_area_mm2 = 0.00109

[final_layout]
final_core_util_pct = 46.3
syn_to_final_growth_pct = 231
design_area_mm2 = 0.00362
clkbuf_count = 0
final_layout_size_suffix_gt1_share_pct = 54.1
seq_area_um2 = 0
flops = 0

[timing]
rsz0062_at_grt = yes
finalCriticalPeriod_ps = 1580
fmax_ghz = 0.631
max_slew_margin_pct = 84.5
finalSetupTns_ps = 0
finalHoldViolations = 0
tightestPinTransition_ps = 229
period_used_pct = 99.0
drv_slew = 0
setup_viol = 0

[critical_path]
cp-end-kind = output port
cp-startpoint = wb_opcode[2]
crit_path_max_fanout = 5
crit_required_ps = 1280
arrival_ps = 1260
crit_path_start_kind = input port
worstSetupPathType = in2out
crit_end = wren_reg_d

[route]
routed_wl_um = 8590
via_per_inst = 4.23
wl_per_cell_um = 15.2
drc = 0
dr.pass1.iters = 4
n_antenna_cell = 0
vias = 2383
first_iter_violations = 72
postRouteAntennaNets = 0

[die]
ios = 166
die_w_um = 110
fp-row-count = 32
core_mm2 = 0.00781
fp_util_pct = 14.0
die_h_um = 110
chipArea_mm2 = 0.0121

[grt]
grt_pass1_wl_um = 12600
grt_overflow = 0
grt_max_degree = 10
first_global_vias = 2439
track_usage_pct = 12.6
antenna_found_initial = 0

[job]
max_cap_violations = 0
warnings = 34

[worst_hold_path]
worstHoldPathType = in2out
holdPathStages = 3

[run_status]
outcome = completed
Yosys cell counts:
cell / number
nor4b_1: 1
clkbuf_1: 11
a2bb2oi_1: 1
or2_2: 3
nand2_1: 11
nor2_2: 1
nand2b_1: 9
nand3b_1: 10
or3b_4: 1
nand3_1: 4
nor4_1: 1
buf_2: 3
inv_1: 1
nor3_1: 2
and2_1: 1
or3b_1: 5
clkbuf_2: 1
buf_6: 3
or3_1: 5
nor2b_1: 4
a211o_1: 1
nor2_1: 134
o21a_1: 1
buf_4: 12
or2_1: 1
maj3_1: 1
worst min path at each step:
stage                 from      endpoint
CTS           wb_opcode[4]    wren_reg_d
global route  xm_opcode[4]  choose_alu_B
finish        xm_opcode[4]  choose_alu_B
final cells by class:
type / instances / area (µm²)
Fill cell: 750 / 4190
Timing Repair Buffer: 264 / 2160
Multi-Input combinational cell: 197 / 1330
Tap cell: 102 / 128
Inverter: 1 / 3.75
placed cells by master, fill, tap and decap left out, types with 2 or more instances in the layout:
master | netlist | final
nor2_1 | 134 | 89
dlygate4sd2_1 | 0 | 82
buf_4 | 12 | 78
buf_6 | 3 | 35
buf_2 | 3 | 31
nor2_2 | 1 | 28
nor2_4 | 0 | 18
clkbuf_2 | 1 | 16
clkdlybuf4s15_1 | 0 | 13
nand3b_1 | 10 | 10
nand2b_4 | 0 | 9
nand2_2 | 0 | 7
or3b_4 | 1 | 6
clkdlybuf4s50_1 | 0 | 6
nand2_4 | 0 | 4
or2_4 | 0 | 4
or3_4 | 0 | 4
nand3_4 | 0 | 3
nor2b_4 | 0 | 2
nor2b_1 | 4 | 2
cells by family after synthesis:
logic type	count (synthesis)	synth area share, %
fa+ha+maj	1	0.915
buf+inv	31	17.3
simple gates	193	79.5
compound gates	3	2.29
worst max-delay path, cell delays in order:
cell and delay, ps:
buf_6 100, or3_4 420, buf_6 150, nor2_4 90
a211o_1 90, buf_2 90
per-layer routing:
layer  GRT usage (%)  vias to the layer above  share of wire [%]
li1                -                     1175                  -
met1            15.1                     1053                 40
met2            21.6                      143                 45
met3            3.94                       12                 13
met4            2.51                        0                1.9
met5               0                        -                  0
per-stage QoR:
step	std cells	setup slack, ps	total power [µW]	hold WS, ps
floorplan	228	212	155	654
global placement	500	-736	433	1700
detailed placement	500	-752	434	1710
CTS	561	-2.25	574	1020
global route	564	-32.8	663	906
finish	564	15.3	612	892
what timing repair did:
action                     CTS  global route
pin swaps                  110            22
hold buffers                 0             0
buffers inserted            61            10
resized                    411            82
setup endpoints to repair  146            63
power groups by stage:
stage / combinational, µW / sequential [µW] / clock, µW
final: 612 / 0 / 0
after global routing: 663 / 0 / 0
after CTS: 574 / 0 / 0
No activity file was given, so power comes from the tool's default toggle rates.
