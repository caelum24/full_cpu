[design.v]
module check_equal(A, B, is_equal);
    input [31:0] A, B;
    output is_equal;
    wire [31:0] equal_bits;
    genvar i;
    generate
        for (i = 0; i < 32; i = i + 1) begin
            assign equal_bits[i] = A[i] ^ B[i];
        end
    endgenerate
    assign is_equal = (|equal_bits) ? 1'b0 : 1'b1;  
endmodule
[run.sh]
#!/bin/bash
# OpenROAD 26Q1-2900-gdf79404cd8, Yosys 0.63+post, stock flow scripts
make -C /OpenROAD-flow-scripts/flow DESIGN_CONFIG=/design/flow/config.mk WORK_HOME=/design/flow/orfs finish
[config.mk]
export PLATFORM = sky130hd
export DESIGN_NAME = check_equal
export DESIGN_NICKNAME = check_equal
export VERILOG_FILES = /design/flow/design.v
export SDC_FILE = /design/flow/constraint.sdc
export NUM_CORES = 4
export LEC_CHECK = 1
export CORE_AREA = 10 10 70 70
export DIE_AREA = 0 0 80 80
[constraint.sdc]
current_design check_equal

set clk_period 2.4
set clk_io_pct 0.2

create_clock -name clk0 -period $clk_period

set non_clock_inputs [all_inputs -no_clocks]
set_input_delay [expr $clk_period * $clk_io_pct] -clock clk0 $non_clock_inputs
set_output_delay [expr $clk_period * $clk_io_pct] -clock clk0 [all_outputs]
==> notes.md <==
Flow results follow.

The part of the Yosys area used for sequential elements is 0%. Setup repair after global routing left no endpoint under its margin. The synthesized cell area is 347 um2.

Per the slew report, the remaining headroom to the max-slew limit stands at 82.2%. The die outline height is 80 um. The count of final setup violators is 0. The flow ran to the end, and the final reports show no timing, DRC or antenna violations. The worst hold path terminates at is_equal. The final-layout clock buffer total is 0.

The share of layout cells above drive strength 1 is roughly 3.7%. In the log, the iteration count for the first detailed-route pass is 1. Per the detailed-route log, wirelength across all metal layers totals 1.89 mm. After synthesis, the chip area reported by Yosys is 347 um2. The post-route minimum period is 2.23 ns. The relative contribution of the clock network to total power is 0%. For this configuration, the core starts out at a cell density of 10.1%. The remaining antenna violation count after routing is 0. The highest clock rate this design can be run at is roughly 0.45 GHz. The hold path startpoint is A[20].

In the layout the commonest cells are sky130_fd_sc_hd__clkdlybuf4s50_1 (64), sky130_fd_sc_hd__xor2_1 (32), sky130_fd_sc_hd__nor4_1 (5), sky130_fd_sc_hd__nor4_2 (3), sky130_fd_sc_hd__nand4_1 (2). The total of fill cells in the finished design is 376. The number of antenna violations at the first check in global routing is 0.

Setup slack closes at between 0.15 and 0.2 ns. The type recorded for the worst min-delay path is in2out. The via count of the first global-routing pass is around 630. In this run the core area contains 21 standard-cell rows. Of the total power, combinational logic draws 100.0%. The count of final max-slew check failures is 0. The required time of the critical path is about 1.9 ns. Each instance of the synthesized netlist takes up on average 8.06 um2. The category of the critical setup timing path is in2out. After global routing the overflow that remains totals 0.

Per the breakdown, switching nets consume 27.0% of all power. The final standard cell count with taps included and fillers excluded is 154. Looking at the power breakdown, sequential logic takes 0% of the total. The floorplan step defined a die boundary enclosing 6400 um2. The buffer count from post-CTS setup fixing is 0. The script extracted a net switching power of 0.0429 mW.

The gate-level netlist out of Yosys references 4 unique cell types. The instance count after placement with tap cells included is 154. According to the dpl log, the detail-placed design has an HPWL of 1.83 mm. The DRC violation count after routing is 0. The nature of the critical path startpoint is an input pin. OpenROAD emitted warnings numbering 32. The area taken by multi-input logic gates is 365 um2.

The final timing report lists a hold violation count of 0. The synthesized netlist was found by Yosys to have ~43 cells. The tool flagged a number of max-cap violations equal to 0. The critical path capture point type is an output pin. The warning tally printed by Yosys for this design is 0. The horizontal die dimension is 80 um. The synthesized instance count is 43. The number of sequential cells reported for the layout is 0.

Of the available clock period, the critical path in the final layout requires 92.8%. The detailed-route via count is 550. The leakage power total is between 0.3 and 0.4 nW. Per the power-grid run, VDD falls by no more than 0.0485 mV. The finished cells cover between 1000 and 1500 um2.

The placed instance area is 1050 um2. The script computed a power per unit cell area of ~150 nW/um2. Dividing the detail-routed wire length by the instance count gives approximately 12 um. The number of cells on the worst hold path is 6. The largest net degree at the start of global routing is 2. The area of the placeable core is 3420 um2. The first global-routing pass estimated slightly below 3 mm of wire. Per the layout area report, the register area comes to 0 um2. The count of inserted antenna diode cells is 0. At the worst endpoint, the arrival time is 1.75 ns. The area added between synthesis and finish is 208%. Leaving out fill and tap cells, the most frequent cell in the layout is sky130_fd_sc_hd__clkdlybuf4s50_1.

Overall routing resource usage recorded by global route was 5.52%. Routability-driven placement finished with a final weighted congestion of around 0.81. The internal power summed over all cells is between 0.1 and 0.15 mW. The vias per cell is 3.57.

The detailed router's first-iteration violation count is 0. The number of primary I/O pins is 65. The count of buffers from port buffering is about 65. The pre-CTS setup slack is -0.329 ns.

The measured slew at the worst slew-check pin is 0.265 ns. The maximum fanout along the worst path is 1.
-- through the flow --
step | total power [mW] | TNS, ns | hold slack [ns] | util, %
floorplan | 0.0377 | 0 | 1.19 | -
CTS | 0.160 | 0 | 1.93 | 31.2
detailed placement | 0.156 | -0.329 | 2.10 | 30.9
finish | 0.159 | 0 | 1.76 | 31.3
global route | 0.174 | 0 | 1.82 | 31.3
global placement | 0.154 | -0.316 | 2.11 | 30.9
-- critical path, stage by stage --
cell and delay, ns:
sky130_fd_sc_hd__clkdlybuf4s50_1 0.41, sky130_fd_sc_hd__xor2_1 0.17, sky130_fd_sc_hd__nor4_2 0.30, sky130_fd_sc_hd__nand4_1 0.15, sky130_fd_sc_hd__nor2_1 0.12, sky130_fd_sc_hd__clkbuf_2 0.11
-- synth_stat cells (all sizes together) --
cell	n	share of area (%)
nor4	8	14
nor2	1	1.1
nand4	2	3.6
xor2	32	81
-- what timing repair did --
item / CTS / global route
hold buffers: 0 / 0
gates cloned: 0 / 0
resized: 3 / 3
pin swaps: 3 / 3
endpoints found under the setup margin: 1 / 1
hold endpoints to repair: 0 / 0
-- routing by layer --
layer | up-vias | GRT usage (%) | share of wire (%) | routed length (um)
met4 | 0 | 0 | 0 | 0
li1 | 279 | - | - | -
met3 | 0 | 3.07 | 18 | 344
met5 | - | 0 | 0 | 0
met1 | 209 | 7.45 | 51 | 964
met2 | 62 | 7.95 | 31 | 579
-- worst max path at each step --
stage	end	cells after the start	from
6_report	is_equal	6	B[13]
5_1_grt	is_equal	6	B[6]
4_1_cts	is_equal	6	B[13]
-- power groups by stage --
| stage | Combinational [mW] | Clock (mW) | Sequential, mW |
|---|---|---|---|
| 4_1_cts | 0.160 | 0 | 0 |
| 5_1_grt | 0.174 | 0 | 0 |
| 6_report | 0.159 | 0 | 0 |
-- cell type report --
class | count | area share [%]
repair buffers | 65 | 60.4
multi-input cells | 43 | 34.2
well taps | 46 | 5.39
-- cells by family (layout without fill, tap and decap cells) --
family | Yosys count | in the layout | synth area share [%]
AND/OR/NAND/NOR | 11 | 11 | 19.1
XOR/XNOR | 32 | 32 | 80.9
buffers and inverters | 0 | 65 | 0
Power and IR drop assume default switching activity.
